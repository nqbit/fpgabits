[design/flow/design.v]
module tftlcd (
    input         i_clk,
    input         i_enable,
    input [23:0]  i_pixel,
    output        o_HSYNC,
    output        o_VSYNC,
    output        o_DE,
    output        o_CLK,
    output [7:0]  o_RED,
    output [7:0]  o_GREEN,
    output [7:0]  o_BLUE
    );
    parameter FRAME_HBP = 88;
    parameter FRAME_H = 800;
    parameter FRAME_HFP = 40;
    parameter FRAME_VBP = 32;
    parameter FRAME_V = 480;
    parameter FRAME_VFP = 13;
    logic           VCLK;
    logic [31:0]    VCOUNT;
    logic [31:0]    HCOUNT;
    initial begin
        o_HSYNC = 0;
        o_VSYNC = 0;
        VCLK = 0;
        VCOUNT = 0;
        HCOUNT = 0;
    end
    assign o_CLK = i_clk && i_enable;
    always_ff @(posedge VCLK) begin
        o_VSYNC = (VCOUNT >= 0) && (VCOUNT <=4);
        if (VCOUNT == FRAME_VBP + FRAME_V + FRAME_VFP) begin
            VCOUNT = 0;
        end else begin
            VCOUNT = VCOUNT + 1;
        end
    end
    always_ff @(posedge o_CLK) begin
        o_DE = ((VCOUNT < FRAME_V + FRAME_VBP) &&
                (VCOUNT > FRAME_VBP) &&
                (HCOUNT < FRAME_H + FRAME_HBP) &&
                (HCOUNT > FRAME_HBP));
        o_HSYNC = (HCOUNT == 0);
        o_RED = i_pixel[7:0];
        o_GREEN = i_pixel[15:8];
        o_BLUE = i_pixel[23:16];
        if (HCOUNT == FRAME_HBP + FRAME_H + FRAME_HFP) begin
            HCOUNT = 0;
            VCLK = 1;
        end else begin
            HCOUNT = HCOUNT + 1;
            VCLK = 0;
        end
    end
endmodule
[design/flow/run.sh]
#!/bin/bash
# OpenROAD 26Q1-2900-gdf79404cd8, Yosys 0.63+post, stock flow scripts
make -C /OpenROAD-flow-scripts/flow DESIGN_CONFIG=/design/flow/config.mk WORK_HOME=/design/flow/orfs finish
[design/flow/config.mk]
export PLATFORM = sky130hd
export DESIGN_NAME = tftlcd
export DESIGN_NICKNAME = tftlcd
export VERILOG_FILES = /design/flow/design.v
export SDC_FILE = /design/flow/constraint.sdc
export NUM_CORES = 4
export LEC_CHECK = 1
export CORE_UTILIZATION = 50
[design/flow/constraint.sdc]
current_design tftlcd

set clk_period 3.8
set clk_io_pct 0.2

create_clock -name clk0 -period $clk_period

set non_clock_inputs [all_inputs -no_clocks]
set_input_delay [expr $clk_period * $clk_io_pct] -clock clk0 $non_clock_inputs
set_output_delay [expr $clk_period * $clk_io_pct] -clock clk0 [all_outputs]
==> run summary <==
PwrDens: 21.1 mW/mm^2
Min-delay worst type: input port to primary output
CP Max Fanout: 2
Top-area cell share: 52.9%
Final hold violations: 0
Maximum vdd drop: 0.0538 mV
First-pass DRT Iterations: 4
Worst Tran Pin Value: 0.857 ns
Final wirelength: 5.55 mm
Vias in the first global route: 2,117
Chip Area, Yosys: 0.00348 sq mm
Sequential element share of the synthesized area: 52.9%
Worst Setup Start Kind: input port
Global-route wire length before repair: 9.49 mm
Total of max-cap violations: 0
Slew Limit Fails: 0
Floorplan Utilization: 51.5%
Distinct cells, synth: 33
Synth warn: 9
Placed cell area: 0.00410 sq mm
Final ANT Viol Nets: 0
Mapped cell area: 0.00348 sq mm
Setup TNS: 0 ns
Fmax: 0.380 GHz
Hold_buf cts: 0
Largest net degree at the start of global routing: 60
Post-CTS Resized: 0
Vias per cell: 5.15
Unrepaired setup endpoints after global routing: no
Row count: 30
DRC violations left: 0
Leak Pwr: 1.58 nW
Fraction of layout cells with a size suffix above 1: 3.94%
Setup violators final: 0
Worst setup EP type: primary output
Detailed Place HPWL: 4.21 mm
Arr. time, crit path: 1.87 ns
Chip Width: 85.4 um
Gp weighted congestion: 0.781
Setup Crit Path Kind: input port to primary output
Core Box Area: 0.00676 sq mm
Post-CTS Setup Inserts: 0
Tool Warnings: 36
Worst EP required: 3.04 ns
Final Instance Area: 0.00410 sq mm
Wire length per cell: 12.0 um
Initial antenna violation count: 0
Endpoints left unconstrained: 119
Post-Syn Instances: 333
Register pins left without a clock: 92
Die Size: 0.00730 sq mm
Via count: 2,372
Mean Syn Cell Area: 10.5 sq um
Max_slew headroom: 42.5%
Yosys cell count: 333
Post-synth area hogs: dfxtp_1 (53%), xnor2_1 (12%), nand4_1 (4.0%)
Final Critical Period: 2.63 ns
Post-synth top area cell: dfxtp_1
Total track usage: 16.2%
Area growth from synthesis to layout: 17.7%
Die height: 85.4 um
Period utilisation layout: 69.3%
Detailed router's first-iteration violation count: 50
IO Pins: 54
Buffers added on ports: 54
Ys flops: 92
Status: complete, no violations
Total gr overflow: 0
# diodes: 0
[area by class of cell]
class | count | area (sq um)
Multi-Input combinational cell | 226 | 1570
Inverter | 7 | 26.3
Timing Repair Buffer | 56 | 556
Fill cell | 556 | 2660
Sequential cell | 92 | 1840
Tap cell | 80 | 100
[cells in the final DEF (no fill, tap or decap), types with 5 or more instances in the layout]
master | synthesis | final
dfxtp_1 | 92 | 92
xnor2_1 | 49 | 49
inv_1 | 7 | 7
nor2_1 | 19 | 19
nor4_1 | 13 | 13
nand4_1 | 22 | 22
xor2_1 | 10 | 10
ha_1 | 5 | 5
and3_1 | 10 | 10
nand3_1 | 25 | 25
and4_1 | 5 | 5
nand2_1 | 26 | 26
clkdlybuf4s50_1 | 0 | 54
nor3_1 | 13 | 13
[path summary, 6_finish.rpt]
check | startpoint | endpoint | slack (ns) | depth (start not counted)
worst max-delay path | i_clk | o_CLK | 1.17 | 3
worst min-delay path | i_enable | o_CLK | 2.49 | 3
[sequential cells by signal, indices dropped and copies added, names as in the netlist]
register / count
VCOUNT: 32
o_DE: 1
o_GREEN: 8
VCLK: 1
HCOUNT: 32
o_VSYNC: 1
o_HSYNC: 1
o_RED: 8
o_BLUE: 8
[critical path: stages]
cell             delay [ns]
clkdlybuf4s50_1        0.45
and2_1                 0.19
clkdlybuf4s50_1        0.48
[Yosys cell counts]
library cell	number
nor4_1	13
nand3_2	1
inv_1	7
or4_4	1
nor4_4	4
nor2b_1	2
or3_1	1
and4_1	5
nand4_1	22
nand2_1	26
or4b_2	1
clkbuf_1	1
and2_1	3
nor2_1	19
a21oi_1	4
o311a_1	1
nor3_4	2
xnor2_1	49
buf_2	4
nor3_1	13
nand4_4	2
xor2_1	10
clkbuf_2	3
o21ai_0	2
dfxtp_1	92
and3_2	1
and3b_1	1
or4b_1	1
nand3_1	25
and3_1	10
or2_2	1
ha_1	5
nand4b_1	1
[metrics by stage]
step	cells	util, %	setup WS (ns)	total power [mW]	hold WS [ns]
6_report	461	60.6	1.17	0.0863	2.49
5_1_grt	461	60.6	1.09	0.0917	2.55
4_1_cts	461	60.6	1.12	0.0875	2.53
3_5_place_dp	461	60.6	1.13	0.0873	2.52
3_3_place_gp	461	60.6	1.13	0.0872	2.52
2_1_floorplan	333	-	1.47	0.0440	1.98
[power breakdown]
part | switching (mW) | internal, mW
Clock | 0 | 0
Sequential | 0.00153 | 0.0385
Combinational | 0.0114 | 0.0349
Total | 0.0129 | 0.0734
[kinds of logic (layout without fill, tap and decap cells)]
logic type      after synthesis  after routing  share of synthesized area, %
flops                        92             92                          52.9
buf+inv                      15             63                          1.87
xor+xnor                     59             59                          14.8
fa+ha+maj                     5              5                          1.80
compound gates                7              7                          1.15
simple gates                155            155                          27.4
[layer usage]
layer | global-route usage (%) | wire, um
met2 | 25.7 | 2430
met1 | 26.4 | 2890
met5 | 0 | 0
met4 | 0 | 0
met3 | 2.57 | 227
No activity file was given, so power comes from the tool's default toggle rates.

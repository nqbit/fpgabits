## /design/flow/config.mk

```make
export PLATFORM = sky130hd
export DESIGN_NAME = flirlepton
export DESIGN_NICKNAME = flirlepton
export VERILOG_FILES = /design/flow/design.v
export SDC_FILE = /design/flow/constraint.sdc
export NUM_CORES = 4
export LEC_CHECK = 1
export CORE_UTILIZATION = 30
```

## /design/flow/constraint.sdc

```tcl
current_design flirlepton

set clk_period 7.8
set clk_io_pct 0.2

create_clock -name clk0 -period $clk_period [get_ports {CLK_25}]

set non_clock_inputs [all_inputs -no_clocks]
set_input_delay [expr $clk_period * $clk_io_pct] -clock clk0 $non_clock_inputs
set_output_delay [expr $clk_period * $clk_io_pct] -clock clk0 [all_outputs]
```

## /design/flow/design.v

```verilog
module flirlepton(
    input  CLK_25,
    output CAM_CS,
    output CAM_CLK,
    input  CAM_MISO,
    );
    enum {
        STATE_PRE_PACKET,
        STATE_BEGIN_PACKET,
        STATE_READ_PACKET,
        STATE_TOCK,
        STATE_DISPLAY_PACKET,
        STATE_POST_PACKET,
        STATE_BAD_PACKET,
        STATE_SHIFT_DATA
        } state;
    logic [7:0] packet[164];
    logic [31:0] count;
    logic [31:0] pc;
    logic [7:0] pc_sub;
    logic [31:0] cs_delay;
    logic [31:0] goodpacket;
    logic [7:0] pixc;
    wire [7:0] p0;
    assign p0 = packet[0] & 8'h0F;
    always_ff @(posedge CLK_25) begin
        case (state)
            STATE_PRE_PACKET:begin
                CAM_CS = 1;
                CAM_CLK = 0;
                pc = 0;
                pc_sub = 0;
                state = STATE_BEGIN_PACKET;
            end
            STATE_BEGIN_PACKET:begin
                CAM_CS = 0;
                CAM_CLK = 0;
                if (cs_delay == 30) begin
                    state = STATE_READ_PACKET;
                    cs_delay = 0;
                end else begin
                    cs_delay++;
                    state = STATE_BEGIN_PACKET;
                end
            end
            STATE_READ_PACKET:begin
                CAM_CS = 0;
                CAM_CLK = 1;
                packet[pc][7 - pc_sub] = CAM_MISO;
                if (pc_sub == 7) begin
                    pc_sub = 0;
                    pc = pc + 1;
                end else begin
                    pc_sub = pc_sub + 1;
                end
                if (count == 1311) begin
                    state = STATE_DISPLAY_PACKET;
                    count = 0;
                end else begin
                    count++;
                    state = STATE_TOCK;
                end
            end
            STATE_TOCK:begin
                CAM_CLK = 0;
                state = STATE_READ_PACKET;
            end
            STATE_DISPLAY_PACKET:begin
                CAM_CLK = 0;
                if (p0 == 8'h0F) begin
                    state = STATE_POST_PACKET;
                end else if (p0 == 8'h00 &&
                             packet[1] < 8'd60) begin
                    goodpacket++;
                    state = STATE_SHIFT_DATA;
                end else begin
                    state = STATE_BAD_PACKET;
                end
            end
            STATE_SHIFT_DATA:begin
                CAM_CS = 1;
                if (pixc == 79) begin
                    pixc = 0;
                    state = STATE_PRE_PACKET;
                end else begin
                    pixc++;
                end
            end
            STATE_BAD_PACKET:begin
                CAM_CS = 1;
            end
            STATE_POST_PACKET:begin
                CAM_CS = 1;
                if (cs_delay == 30) begin
                    state = STATE_PRE_PACKET;
                    cs_delay = 0;
                end else begin
                    cs_delay++;
                    state = STATE_POST_PACKET;
                end
            end
        endcase
    end
endmodule
```

## /design/flow/run.sh

```bash
#!/bin/bash
# OpenROAD 26Q1-2900-gdf79404cd8, Yosys 0.63+post, stock flow scripts
make -C /OpenROAD-flow-scripts/flow DESIGN_CONFIG=/design/flow/config.mk WORK_HOME=/design/flow/orfs finish
```

==> impl_metrics.py <==
# Auto-generated metrics
metrics = {
    "cts": {
        "cts_buffers": 9,
        "clock-root-buffer": "clkbuf_16",
        "cts_tree": "done",
        "cts_buffer_depth": 2,
        "clk_latency_ns": 0.35,
        "cts_hold_buf": 0,
        "htree_num_levels": 3,
        "cts_setup_buffers": 0,
        "post_cts_resized": 0,
        "clk_pin_slew_worst_paths_ns": 0.07,
        "clock_sinks": 108,
    },
    "placement": {
        "dpl_cell_area_sq_mm": 0.00621,
        "placed_cells": 772,
        "dpl.hpwl_um": 6680,
        "routabilityCongestion": 0.876,
        "port_buffers": 3,
        "pre_cts_slack_ns": 3.40,
    },
    "die": {
        "io_pins": 4,
        "die_area_sq_mm": 0.0201,
        "core_area_sq_mm": 0.0190,
        "die_x_um": 142,
        "die_y_um": 142,
        "rows": 50,
        "initial_core_util": 0.310,
    },
    "yosys": {
        "synth.avg_cell_area_sq_um": 11.4,
        "synth-edff-count": 100,
        "synth_top_flop_cell": "edfxtp_1",
        "postSynth.asyncResetShare": 0,
        "area_leaders": "edfxtp_1 (51%), xnor2_1 (7.8%), xor2_1 (4.8%), ha_1 (4.3%), nand3_1 (3.1%)",
        "synth_cells": 515,
        "ys_seq_elements": 108,
        "synth_top_cell_by_count": "edfxtp_1",
        "ys_types": 47,
        "netlist_area_sq_mm": 0.00587,
        "ys_cells": 515,
        "yosys_area_sq_mm": 0.00587,
        "top_cells_by_count": "edfxtp_1 (100), xnor2_1 (52), nand2_1 (44)",
        "largest_area_cell": "edfxtp_1",
        "ys_seq_frac": 0.539,
        "synth_warnings": 13,
        "synth_top_area_share": 0.512,
    },
    "final_timing": {
        "hold_viol": 0,
        "setup_tns_ns": 0,
        "finalClockPeriodUsage": 0.568,
        "tightest_slew_ns": 0.768,
        "max_slew_margin": 0.483,
        "finalSetupViolations": 0,
        "setup_ws_ns": 3.37,
        "clock.fmax_mhz": 226,
        "layout_min_cycle_time_ns": 4.43,
        "rsz0062_at_grt": "false",
        "hold_ws_ns": 0.441,
        "slew_violations": 0,
        "finClkSkew_ns": 0.00768,
    },
    "routing": {
        "antenna_left": 0,
        "antenna_cells": 0,
        "drt-pass1-iter-count": 4,
        "drt_iter0_drc": 201,
        "avgRoutedWirePerCell_um": 12.3,
        "post_drt_via_cell_ratio": 4.78,
        "drc": 0,
        "vias": 3769,
        "drt_wl_total_um": 9730,
    },
    "job": {
        "warning_count": 31,
        "maxCapViolations": 0,
    },
    "grt": {
        "grtUsageTotal": 0.105,
        "antenna_found_initial": 0,
        "overflow": 0,
        "grt_max_degree": 48,
        "grt_pass1_wl_um": 16700,
        "grt_pass1_vias": 3523,
    },
    "outcome": {
        "status": "finished, final reports clean",
    },
    "min_path": {
        "whs_path_depth": 1,
        "hold_class": "flip-flop to flip-flop",
    },
    "critical_path": {
        "crit_type": "flip-flop to flip-flop",
        "endpoint_kind": "flip-flop",
        "startpoint_type": "flip-flop",
        "arrival_ns": 4.53,
        "worst-endpoint-required_ns": 7.90,
        "critPathMaxFanout": 9,
        "reg2reg_depth": 12,
    },
    "pwr": {
        "p_per_area_mw_per_mm2": 172,
        "ir_drop_uv": 107,
        "leakage_nw": 2.28,
        "fin_total_pwr_mw": 1.12,
    },
    "layout": {
        "area_growth_pct": 11.5,
        "comb_area_sq_mm": 0.00262,
        "seqCellArea_sq_mm": 0.00316,
        "n_fill_cell": 1825,
        "utilization": 0.345,
        "drive_above_1_share": 0.0587,
        "final_cell_area_sq_mm": 0.00654,
        "final_cells": 788,
    },
}
## layout make-up
cell class | count | share of cell area
sequential | 108 | 0.484
multi-input combinational | 386 | 0.401
tap | 260 | 0.0497
clock buffer | 9 | 0.0344
clock inverter | 7 | 0.0166
inverter | 13 | 0.00746
timing repair buffer | 5 | 0.00689
## cells in the final DEF, fill, tap and decap left out, types with 10 or more instances in the layout
| cell | netlist | layout |
|---|---|---|
| nor2_1 | 42 | 42 |
| xnor2_1 | 52 | 52 |
| edfxtp_1 | 100 | 100 |
| and3_1 | 18 | 18 |
| nor3_1 | 15 | 15 |
| nand2_1 | 44 | 44 |
| ha_1 | 20 | 20 |
| inv_1 | 13 | 13 |
| nand4_1 | 26 | 26 |
| nand3_1 | 36 | 36 |
| xor2_1 | 32 | 32 |
| and2_1 | 14 | 14 |
| mux2_1 | 10 | 10 |
| nor4_1 | 21 | 21 |
## state kept, by name (all words and copies together), names as in the netlist
name,cells
state,8
packet,10
cs_delay,32
pc_sub,8
pc,8
count,32
CAM_CS,1
CAM_CLK,1
pixc,8
## metal layers
metal / vias up / global-route usage / wire length [um]
met2: 58 / 0.157 / 4210
met4: 0 / 0.0125 / 132
li1: 1933 / - / -
met3: 11 / 0.0223 / 397
met5: - / 0 / 0
met1: 1767 / 0.167 / 4990
## worst max-delay path, stage by stage (launching register included)
cell	delay, ns
edfxtp_1	0.52
inv_1	0.19
ha_1	0.26
nand2b_1	0.11
or3_1	0.34
nor3_1	0.53
nand3_1	0.16
ha_1	0.32
or4b_1	0.52
nor4_1	0.24
nand4_1	0.31
nor3_2	0.34
mux2_1	0.35
## kinds of logic (layout without fill, tap and decap cells)
family / after synthesis / in the layout / share of synthesized area
and+or+nand+nor: 255 / 255 / 0.237
DFF: 108 / 108 / 0.539
xor gates and xnor gates: 84 / 84 / 0.125
buffers and inverters: 21 / 34 / 0.0139
adders and majority gates: 20 / 20 / 0.0427
AOI/OAI and AO/OA: 17 / 17 / 0.0224
muxes: 10 / 10 / 0.0192
## path summary, 6_finish.rpt
| kind | startpoint | slack (ns) | end |
|---|---|---|---|
| max | pc_sub[3]$_SDFFCE_PP0P_ | 3.37 | packet[1][2]$_DFFE_PP_ |
| min | state[3]$_DFF_P_ | 0.44 | state[3]$_DFF_P_ |
| max reg2reg | pc_sub[3]$_SDFFCE_PP0P_ | 3.37 | packet[1][2]$_DFFE_PP_ |
| min reg2reg | state[3]$_DFF_P_ | 0.44 | state[3]$_DFF_P_ |
## where the power goes
group          switching, mW  internal, mW
combinational       0.000854      0.000487
sequential                 0         0.622
clock                  0.212         0.287
Power is estimated from default activity; no workload was simulated.
